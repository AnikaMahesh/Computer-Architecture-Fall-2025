[flow/config.mk]
export PLATFORM = sky130hd
export DESIGN_NAME = top
export DESIGN_NICKNAME = top
export VERILOG_FILES = /design/flow/design.v
export SDC_FILE = /design/flow/constraint.sdc
export NUM_CORES = 4
export LEC_CHECK = 1
export CORE_UTILIZATION = 40
[flow/constraint.sdc]
current_design top

set clk_period 3.7
set clk_io_pct 0.2

create_clock -name clk0 -period $clk_period [get_ports {clk}]

set non_clock_inputs [all_inputs -no_clocks]
set_input_delay [expr $clk_period * $clk_io_pct] -clock clk0 $non_clock_inputs
set_output_delay [expr $clk_period * $clk_io_pct] -clock clk0 [all_outputs]
[flow/design.v]
module cycle #(
    parameter INC_DEC_INTERVAL = 12000,      
    parameter INC_DEC_MAX = 200,             
    parameter PWM_INTERVAL = 1200,           
    parameter INC_DEC_VAL = PWM_INTERVAL / INC_DEC_MAX
)(
    input  logic clk, 
    output logic [$clog2(PWM_INTERVAL) - 1:0] pwm_value,
    output logic [1:0] state
);
    localparam PWM_INC = 1'b0;
    localparam PWM_DEC = 1'b1;
    logic current_state = PWM_INC;
    logic next_state;
    logic [$clog2(INC_DEC_INTERVAL) - 1:0] count = 0;
    logic [$clog2(INC_DEC_MAX) - 1:0] inc_dec_count = 0;
    logic time_to_inc_dec = 1'b0;
    logic time_to_transition = 1'b0;
    initial begin
        pwm_value = 0;
        state = 0;
    end
    always_ff @(posedge clk) begin
        if (time_to_transition) begin
            current_state <= next_state;
            if (state == 2)
                state <= 0;
            else
                state <= state + 1;
        end
    end
    always_comb begin
        case (current_state)
            PWM_INC: next_state = PWM_DEC;
            PWM_DEC: next_state = PWM_INC;
            default: next_state = PWM_INC;
        endcase
    end
    always_ff @(posedge clk) begin
        if (count == INC_DEC_INTERVAL - 1) begin
            count <= 0;
            time_to_inc_dec <= 1'b1;
        end else begin
            count <= count + 1;
            time_to_inc_dec <= 1'b0;
        end
    end
    always_ff @(posedge clk) begin
        if (time_to_inc_dec) begin
            case (current_state)
                PWM_INC: pwm_value <= pwm_value + INC_DEC_VAL;
                PWM_DEC: pwm_value <= pwm_value - INC_DEC_VAL;
            endcase
        end
    end
    always_ff @(posedge clk) begin
        if (time_to_inc_dec) begin
            if (inc_dec_count == INC_DEC_MAX - 1) begin
                inc_dec_count <= 0;
                time_to_transition <= 1'b1;
            end else begin
                inc_dec_count <= inc_dec_count + 1;
                time_to_transition <= 1'b0;
            end
        end else begin
            time_to_transition <= 1'b0;
        end
    end
endmodule
module pwm #(
    parameter PWM_INTERVAL = 1200        
)(
    input logic clk, 
    input logic [$clog2(PWM_INTERVAL) - 1:0] pwm_value, 
    output logic pwm_out
);
    logic [$clog2(PWM_INTERVAL) - 1:0] pwm_count = 0;
    always_ff @(posedge clk) begin
        if (pwm_count == PWM_INTERVAL - 1) begin
            pwm_count <= 0;
        end
        else begin
            pwm_count <= pwm_count + 1;
        end
    end
    assign pwm_out = (pwm_count > pwm_value) ? 1'b0 : 1'b1;
endmodule
module top #(
    parameter PWM_INTERVAL = 1200
)(
    input  logic clk,
    output logic RGB_R,
    output logic RGB_G,
    output logic RGB_B
);
    logic [2:0] RGB;
    assign {RGB_G, RGB_B, RGB_R} = RGB;
    logic [$clog2(PWM_INTERVAL) - 1:0] pwm_value;
    logic pwm_out;
    logic [1:0] state;
    initial RGB = 3'b100;
    cycle #(
        .PWM_INTERVAL(PWM_INTERVAL)
    ) u1 (
        .clk       (clk),
        .pwm_value (pwm_value),
        .state     (state)
    );
    pwm #(
        .PWM_INTERVAL(PWM_INTERVAL)
    ) u2 (
        .clk       (clk),
        .pwm_value (pwm_value),
        .pwm_out   (pwm_out)
    );
    always_ff @(posedge clk) begin
        RGB <= RGB;
        case (state)
            0: RGB[0] <= ~pwm_out;
            1: RGB[1] <= ~pwm_out;
            2: RGB[2] <= ~pwm_out;
        endcase
    end
endmodule
[flow/run.sh]
#!/bin/bash
# OpenROAD 26Q1-2900-gdf79404cd8, Yosys 0.63+post, stock flow scripts
make -C /OpenROAD-flow-scripts/flow DESIGN_CONFIG=/design/flow/config.mk WORK_HOME=/design/flow/orfs finish
==> impl_metrics.env <==
# source this file to load flow results
export IMPL_highest_layer="met4"
export IMPL_core_rowCount=29
export IMPL_syn_area_sq_um=2630
export IMPL_ys_top_cells_by_area="edfxtp_1 (27%), dfxtp_1 (21%), ha_1 (11%)"
export IMPL_seq_area_sq_um=1260
export IMPL_path_max_fanout=10
export IMPL_slew_violations=0
export IMPL_clock_sinks=51
export IMPL_cp_end_kind="register"
export IMPL_place_area_sq_um=2750
export IMPL_ir_worst_vdd_uv=176
export IMPL_dr_pass1_iters=5
export IMPL_vias_per_cell=5.07
export IMPL_place_port_buffers=3
export IMPL_swShare_pct=20.6
export IMPL_ys_seq_share_pct=48.0
export IMPL_grt_pass1_vias=1612
export IMPL_wl_um=4020
export IMPL_dp_slack_ps=1660
export IMPL_required_ps=3760
export IMPL_syn_area_per_cell_sq_um=10.6
export IMPL_critPathKind="reg -> reg"
export IMPL_grt_max_degree=17
export IMPL_internal_power_uw=716
export IMPL_xor_area_share_pct=10.7
export IMPL_yosysUniqueCellTypes=35
export IMPL_die_h_um=83.0
export IMPL_fin_area_sq_um=2840
export IMPL_cts_tree="done"
export IMPL_grt_pass1_wl_um=7140
export IMPL_cts_max_level=2
export IMPL_clock_fmax_mhz=492
export IMPL_die_width_um=83.0
export IMPL_areaGrowthSynthToFinish_pct=8.06
export IMPL_detail_route_wl_per_cell_um=12.0
export IMPL_aoi_share_pct=6.77
export IMPL_rsz0062_at_grt="false"
export IMPL_drt_iter0_drc=45
export IMPL_setup_viol=0
export IMPL_postCtsSetupRepairBufs=0
export IMPL_wl_met2_um=1710
export IMPL_top_area_cell="edfxtp_1"
export IMPL_core_sq_um=6350
export IMPL_ys_seq_elements=51
export IMPL_warnings=27
export IMPL_root_buffer="clkbuf_8"
export IMPL_fin_crit_sh_pct=54.9
export IMPL_synthArstFlopShare_pct=0
export IMPL_power_leakage_uw=0.00116
export IMPL_tightestPinTransition_ps=699
export IMPL_switchingPower_uw=186
export IMPL_outcome="complete, no violations"
export IMPL_dr_wl_met3_um=128
export IMPL_logic_area_sq_um=1280
export IMPL_grt_usage_pct=12.8
export IMPL_maxCapViolCount=0
export IMPL_maxSlewHeadroom_pct=53.1
export IMPL_simple_gate_area_share_pct=19.0
export IMPL_crit_path_start_kind="register"
export IMPL_antenna_found_initial=0
export IMPL_ant_nets=0
export IMPL_synthMuxAreaShare_pct=0
export IMPL_yosysCellCount=248
export IMPL_cts_buffers=5
export IMPL_pwr_share_seq_pct=64.8
export IMPL_clk_latency_ps=310
export IMPL_drive_gt1_share_pct=5.41
export IMPL_pwr_share_comb_pct=0
export IMPL_dieArea_sq_um=6890
export IMPL_clockBufferDepth=2
export IMPL_fp_util_pct=41.3
export IMPL_hp_class="reg -> reg"
export IMPL_num_antenna_cells=0
export IMPL_top_area_share_pct=27.5
export IMPL_holdWs_ps=476
export IMPL_setup_tns_ps=0
export IMPL_fin_cells=336
export IMPL_top_level_ports=4
export IMPL_finalClockSkew_ps=10.2
export IMPL_wl_met1_um=2120
export IMPL_nFillCells=574
export IMPL_fin_crit_ps=2030
export IMPL_ys_chip_area_sq_um=2630
export IMPL_clkTransAtPathRegs_ps=100
export IMPL_cts_hold_buf=0
export IMPL_hpwlAfterDp_um=2890
export IMPL_ys_sh_adder_pct=12.2
export IMPL_power_density_nw_per_um2=318
export IMPL_gp_congestion=0.854
export IMPL_power_frac_clock_pct=35.2
export IMPL_hold_violations=0
export IMPL_ctsResizeCount=0
export IMPL_yosys_most_used_dff="dfxtp_1"
export IMPL_syn_instance_count=248
export IMPL_edf_count=24
export IMPL_num_vias=1703
export IMPL_arrival_ps=2100
export IMPL_ys_warn_count=3
export IMPL_logic_family="simple AND/OR/NAND/NOR gates"
export IMPL_dpl_cell_count=328
export IMPL_grt_ovfl_total=0
export IMPL_drc=0
export IMPL_fin_ws_ps=1670
## sequential cells by signal, summed over array words and instances (netlist names)
| name | flops |
|---|---|
| u1.count | 14 |
| u2.pwm_count | 11 |
| u1.pwm_value | 10 |
| u1.inc_dec_count | 8 |
| RGB | 3 |
| u1.state | 2 |
| u1.current_state | 1 |
| u1.time_to_inc_dec | 1 |
| u1.time_to_transition | 1 |
## cells in the final DEF (no fill, tap or decap), types with 6 or more instances in the layout
cell and count:
a21oi_1 12, dfxtp_1 27, edfxtp_1 24, ha_1 24, inv_1 20, nand2_1 11
nand3_1 14, nand4_1 9, nor2_1 26, nor3_1 6, xnor2_1 18, xor2_1 14
## through the flow
stage / total power [uW] / utilization [%]
global placement: 597 / 43.3
floorplan: 597 / -
finish: 902 / 44.7
global route: 936 / 44.7
CTS: 917 / 44.7
detailed placement: 597 / 43.3
## path summary, 6_finish.rpt
path | cells after the start | from | end | slack, ps
max | 5 | u1.current_state$_DFFE_PP_ | u1.pwm_value[9]$_DFFE_PP_ | 1670
min reg2reg | 1 | u1.count[0]$_SDFF_PP0_ | u1.count[0]$_SDFF_PP0_ | 480
max reg2reg | 5 | u1.current_state$_DFFE_PP_ | u1.pwm_value[9]$_DFFE_PP_ | 1670
min | 1 | u1.count[0]$_SDFF_PP0_ | u1.count[0]$_SDFF_PP0_ | 480
## final cells by class
| cell class | instances | share of cell area, % |
|---|---|---|
| Clock buffer | 5 | 2.43 |
| Multi-Input combinational cell | 176 | 45.0 |
| Clock inverter | 3 | 0.706 |
| Timing Repair Buffer | 4 | 1.32 |
| Sequential cell | 51 | 44.5 |
| Tap cell | 77 | 3.40 |
| Inverter | 20 | 2.65 |
## logic make-up after synthesis
logic type,Yosys count
compound gates,28
xor+xnor,32
fa+ha+maj,25
buf+inv,21
flops,51
simple gates,91
## cells in the mapped netlist, drive strengths merged (4+ instances only)
library cell  number
o21ai              4
a21oi             12
a21o               5
nand2             11
xnor2             18
inv               20
nor2b              5
nand3             15
xor2              14
nor3               6
nor4               5
dfxtp             27
nor2              26
nand4              9
ha                24
edfxtp            24
## power groups by stage
stage / Sequential [uW] / Combinational (uW) / Clock (uW)
CTS: 584 / 0.000623 / 333
global route: 584 / 0.000623 / 352
finish: 584 / 0.000623 / 318
## routing by layer
metal | track usage [%] | up-vias
met2 | 20.0 | 18
met4 | 1.57 | 0
met3 | 2.72 | 6
met1 | 20.0 | 776
met5 | 0 | -
li1 | - | 903
## critical path, stage by stage, from the launching register on
cell and delay (ps):
edfxtp_1 580, ha_1 440, a21o_1 210, a21o_1 190, a221oi_2 280, xnor2_1 90
Power is estimated from default activity; no workload was simulated.
